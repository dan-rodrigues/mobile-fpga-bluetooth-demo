[design/flow/config.mk]
export PLATFORM = sky130hd
export DESIGN_NAME = debouncer
export DESIGN_NICKNAME = debouncer
export VERILOG_FILES = /design/flow/design.v
export SDC_FILE = /design/flow/constraint.sdc
export NUM_CORES = 4
export LEC_CHECK = 1
export CORE_UTILIZATION = 50
[design/flow/constraint.sdc]
current_design debouncer

set clk_period 3.5
set clk_io_pct 0.2

create_clock -name clk0 -period $clk_period [get_ports {clk}]

set non_clock_inputs [all_inputs -no_clocks]
set_input_delay [expr $clk_period * $clk_io_pct] -clock clk0 $non_clock_inputs
set_output_delay [expr $clk_period * $clk_io_pct] -clock clk0 [all_outputs]
[design/flow/design.v]
`default_nettype none
module debouncer #(
    parameter integer BTN_COUNT = 8
) (
    input clk,
    input reset,
    input [BTN_COUNT - 1:0] btn,
    output reg [BTN_COUNT - 1:0] level,
    output reg [BTN_COUNT - 1:0] trigger,
    output reg [BTN_COUNT - 1:0] released
);
    localparam BTN_WIDTH = BTN_COUNT - 1;
    reg [BTN_WIDTH:0] btn_r [0:1];
    reg [15:0] debounce_counter_common;
    wire debounce_counter_common_tick = debounce_counter_common[15];
    reg [4:0] debounce_counter_button [0:BTN_WIDTH];
    always @(posedge clk) begin
        btn_r[1] <= btn_r[0];
        btn_r[0] <= btn;
    end
    reg [BTN_WIDTH:0] level_r;
    always @(posedge clk) begin
        if (reset) begin
            level <= 0;
            trigger <= 0;
            released <= 0;
        end else begin
            for (i = 0; i < BTN_COUNT; i = i + 1) begin
                if (debounce_counter_button[i][4]) begin
                    level[i] <= btn_r[1][i];
                end
                trigger[i] <= level[i] & ~level_r[i];
                released[i] <= ~level[i] & level_r[i];
                level_r[i] <= level[i];
            end
        end
    end
    always @(posedge clk) begin
        if (reset) begin
            debounce_counter_common <= 0;
        end else begin
            debounce_counter_common <= (debounce_counter_common_tick ? 0 : debounce_counter_common + 1);
        end
    end
    always @(posedge clk) begin
        if (reset) begin
            for (i = 0; i < BTN_COUNT; i = i + 1) begin
                debounce_counter_button[i] <= 0;
            end
        end else begin
            for (i = 0; i < BTN_COUNT; i = i + 1) begin
                if ((btn_r[0][i] == btn_r[1][i])) begin
                    if (debounce_counter_common_tick && !debounce_counter_button[i][4]) begin
                        debounce_counter_button[i] <= debounce_counter_button[i] + 1;
                    end
                end else begin
                    debounce_counter_button[i] <= 0;
                end
            end
        end
    end
    integer i;
endmodule
[design/flow/run.sh]
#!/bin/bash
# OpenROAD 26Q1-2900-gdf79404cd8, Yosys 0.63+post, stock flow scripts
make -C /OpenROAD-flow-scripts/flow DESIGN_CONFIG=/design/flow/config.mk WORK_HOME=/design/flow/orfs finish
==> impl_metrics.py <==
# Auto-generated metrics
metrics = {
    "clock_tree": {
        "post_cts_resized": 0,
        "ctsRootBufferMaster": "clkbuf_8",
        "clk_path_buf_depth": 2,
        "post_cts_buffers": 0,
        "htree_levels": 3,
        "clkSlewWorstSetupHoldPaths_ns": 0.09,
        "clock_sinks": 104,
        "cts_hold_buffers": 0,
        "cts_inserted_buffers": 9,
        "cts_tree": "yes",
        "clock_latency_ns": 0.35,
    },
    "final_timing": {
        "min_period_ns": 2.22,
        "rsz0062_at_grt": "false",
        "finalSetupViolations": 0,
        "final_hold_viol_count": 0,
        "fin_crit_sh_pct": 63.4,
        "finClkSkew_ns": 0.00682,
        "max_freq_mhz": 451,
        "worst_pin_slew_ns": 0.569,
        "maxSlewViolCount": 0,
        "setup_tns_ns": 0,
        "slew_headroom_pct": 61.8,
    },
    "detailed_routing": {
        "drt.antenna.violating_nets": 0,
        "drcViolationCount": 0,
        "diodes": 0,
        "vias_per_cell": 5.01,
        "wl_um": 5700,
        "drtPass1Iterations": 4,
        "drt_iter0_drc": 118,
        "vias": 2467,
        "wire_per_inst_um": 11.6,
    },
    "floorplanning": {
        "die_area_mm2": 0.00785,
        "die_x_um": 88.6,
        "initCoreUtil_pct": 51.7,
        "row_count": 31,
        "die_height_um": 88.6,
        "core_area_mm2": 0.00725,
        "io_pins": 34,
    },
    "pwr": {
        "p_leak_uw": 0.00151,
        "pwr-share-seq_pct": 59.6,
        "finalPower_uw": 2060,
        "swShare_pct": 20.4,
        "net-switching-power_uw": 419,
        "power.density_mw_per_mm2": 467,
        "power_frac_comb_pct": 2.8,
        "clkPwrFrac_pct": 37.6,
        "ir_drop_v": 0.000253,
        "internal_power_uw": 1640,
    },
    "synthesis": {
        "yosys_cells": 350,
        "yosysTopAreaCell": "dfxtp_1",
        "top_cells_by_count": "dfxtp_1 (96), nor2_1 (44), nand2_1 (26)",
        "netlist_area_mm2": 0.00375,
        "yosys.stat.seqShare_pct": 57.6,
        "ys_ff": 104,
        "synthFlopType": "dfxtp_1",
        "avgSynthCellArea_um2": 10.7,
        "area_leaders": "dfxtp_1 (51%), edfxtp_1 (6.4%), mux2i_1 (5.1%)",
        "yosysUniqueCellTypes": 34,
        "yosys_area_mm2": 0.00375,
        "synthCells": 350,
        "ys_warn_count": 3,
        "most_common_cell": "dfxtp_1",
        "edf_count": 8,
        "synth.top_cell.area_share_pct": 51.2,
        "async_reset_ff_share_pct": 0,
    },
    "setup_path": {
        "endpoint_kind": "flop",
        "worstSetupStartpointType": "primary input",
        "reg2reg_to": "debounce_counter_common[10]",
        "crit_start": "reset",
        "path_class": "primary input to flop",
        "reg2reg_depth": 4,
        "worstPathRequired_ns": 3.75,
        "crit_fanout": 30,
        "reg2reg_from": "debounce_counter_common[0]",
        "crit_end": "debounce_counter_button[4][4]",
        "r2r_slack_ns": 1.97,
        "critPathArrivalTime_ns": 2.47,
    },
    "hold_path": {
        "hold_start": "btn_r[0][5]",
        "hp-class": "flop to flop",
    },
    "global_route": {
        "antenna_found_initial": 0,
        "grt_pass1_wl_um": 9410,
        "grtUsageTotal_pct": 16.0,
        "overflow": 0,
        "grt_max_degree": 38,
        "grt_pass1_vias": 2124,
    },
    "place": {
        "gp_congestion": 0.781,
        "dp_hpwl_um": 3850,
        "io_buffers": 33,
    },
    "job": {
        "maxCapViolations": 0,
        "warning_count": 26,
    },
    "finish": {
        "drive_gt1_share_pct": 5.34,
        "syn2layout_area_growth_pct": 17.4,
    },
    "run_status": {
        "status": "finished, final reports clean",
    },
}
## power groups by stage
stage / Clock (uW) / Combinational (uW) / Sequential (uW)
after CTS: 803 / 58.9 / 1230
after global routing: 853 / 63.9 / 1230
final: 773 / 57.5 / 1230
## cells in the final DEF (no fill, tap or decap), types with 2 or more instances in the layout
cell             count
dfxtp_1             96
nor2_1              44
clkdlybuf4s50_1     33
nand2_1             26
mux2i_1             19
xnor2_1             17
nor3b_1             16
a21oi_1             15
nand3b_1            15
or3_1               13
o21ai_0             11
xor2_1              10
clkbuf_8            10
ha_1                 9
a41oi_1              8
nor2b_1              8
edfxtp_1             8
nand3_1              4
nor4_1               3
o31ai_1              3
or4_1                3
inv_1                2
nand4_1              2
buf_4                2
## worst max-delay path: stages
cell and delay [ns]:
clkdlybuf4s50_1 0.46, buf_4 0.29, clkinv_1 0.55, nand2_1 0.38
nor2_1 0.08
## worst min path at each step
stage	cells past startpoint	slack [ns]	end
CTS	0	0.37	btn_r[1][7]
global route	0	0.38	btn_r[1][6]
finish	0	0.37	btn_r[1][5]
## state kept, by name (all words and copies together) (netlist names)
name and count:
btn_r 16, released 8, debounce_counter_common 16, level_r 8, debounce_counter_button 40, trigger 8
level 8
## stage by stage
step	std cells	cell area [um2]	util (%)	hold slack [ns]	setup slack, ns
2_1_floorplan	350	3750	-	0.350	1.79
3_3_place_gp	476	4190	57.7	0.355	0.892
3_5_place_dp	476	4190	57.7	0.357	0.863
4_1_cts	492	4400	60.7	0.370	1.25
5_1_grt	492	4400	60.7	0.376	1.09
6_report	492	4400	60.7	0.367	1.28
## layout make-up
class                   count  area, um2
clock buffers              12        166
clock inverters             4       50.0
fillers                   618       2850
inverters                   3       11.3
multi-input cells         235       1540
flip-flops and latches    104       2160
well taps                  99        124
repair buffers             35        345
## cells by family after synthesis
family | share of synthesized area (%)
fa+ha+maj | 3.00
simple gates | 20.8
compound gates | 5.94
mux | 5.07
flops | 57.6
buf+inv | 1.20
xor+xnor | 6.30
## routing by layer
layer | track usage, % | wire (um)
met1 | 24.6 | 2910
met2 | 25.0 | 2530
met3 | 4.26 | 205
met4 | 1.76 | 51
met5 | 0 | 0
Power figures rest on the tool's default switching activity, not on a simulated workload.
