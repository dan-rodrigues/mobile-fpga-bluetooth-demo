`/design/flow/design.v`:
```
`default_nettype none
module spi_led #(
    parameter integer WIDTH = 8
) (
    input clk,
    input reset,
    input spi_csn,
    input spi_clk,
    input spi_mosi,
    output spi_miso,
    input spi_write_en,
    input increment,
    input decrement,
    input left,
    input right,
    output reg read_needed,
    output reg [WIDTH - 1:0] led,
);
    localparam LEDS_WIDTH = WIDTH - 1;
    reg spi_clk_r;
    reg spi_csn_r;
    reg [LEDS_WIDTH:0] send_buffer;
    reg [LEDS_WIDTH:0] receive_buffer;
    assign spi_miso = send_buffer[LEDS_WIDTH];
    wire spi_csn_rose = spi_csn && !spi_csn_r;
    wire spi_csn_fell = !spi_csn && spi_csn_r;
    wire spi_clk_rose = spi_clk && !spi_clk_r;
    always @(posedge clk) begin
        if (reset) begin
            led <= 0;
            spi_clk_r <= 0;
            spi_csn_r <= 1;
            read_needed <= 0;
        end else begin
            spi_clk_r <= spi_clk;
            spi_csn_r <= spi_csn;
            if (spi_csn_fell) begin
                send_buffer <= led;
                read_needed <= 0;
            end else if (!spi_csn && spi_clk_rose) begin
                send_buffer <= send_buffer << 1;
                receive_buffer <= {spi_mosi, receive_buffer[7:1]};
            end
            if (spi_write_en && spi_csn_rose) begin
                led <= receive_buffer;
            end else if (spi_csn) begin
                if (increment) begin
                    led <= led + 1;
                end else if (decrement) begin
                    led <= led - 1;
                end else if (left) begin
                    led <= led << 1;
                end else if (right) begin
                    led <= led >> 1;
                end
                read_needed <= read_needed | increment | decrement | left | right;
            end
        end
    end
endmodule
```
`/design/flow/run.sh`:
```
#!/bin/bash
# OpenROAD 26Q1-2900-gdf79404cd8, Yosys 0.63+post, stock flow scripts
make -C /OpenROAD-flow-scripts/flow DESIGN_CONFIG=/design/flow/config.mk WORK_HOME=/design/flow/orfs finish
```
`/design/flow/config.mk`:
```
export PLATFORM = sky130hd
export DESIGN_NAME = spi_led
export DESIGN_NICKNAME = spi_led
export VERILOG_FILES = /design/flow/design.v
export SDC_FILE = /design/flow/constraint.sdc
export NUM_CORES = 4
export LEC_CHECK = 1
export CORE_AREA = 10 10 111 111
export DIE_AREA = 0 0 121 121
```
`/design/flow/constraint.sdc`:
```
current_design spi_led

set clk_period 2.3
set clk_io_pct 0.2

create_clock -name clk0 -period $clk_period [get_ports {clk}]

set non_clock_inputs [all_inputs -no_clocks]
set_input_delay [expr $clk_period * $clk_io_pct] -clock clk0 $non_clock_inputs
set_output_delay [expr $clk_period * $clk_io_pct] -clock clk0 [all_outputs]
```
==> metrics.cfg <==
[setup_path]
timing.critical_path.to_type=register
slowest_stage=dfxtp_1
cp.required_ns=2.48
rr_worst_depth=7
timing.rr.end=led[4]
start_kind=register
cp_num_buf_inv=1
crit_cells=7
r2r_slack_ns=0.26
cp_cell_sequence=inv_1, ha_1, nor2b_1, mux2i_1, a21oi_1, a211o_1, a211oi_1
cp_slowest_stage_delay_ns=0.59
critical-path-top-delay-family=AND-OR/OR-AND gates
r2r_start=led[1]
worstPathMaxFanout=11
startpoint=led[1]
critical_path_class=reg2reg
cp_data_arrival_time_ns=2.21

[global_routing]
grt_usage_pct=5.94
antenna_found_initial=0
grt_max_degree=18
grt_first_pass_wirelength_um=7100
grt_pass1_vias=1327
grt_overflow_total=0

[synthesis]
synth-edff-count=16
netlist_area_mm2=0.00159
synth_flop_count=27
avgSynthCellArea_um2=9.30
synthArstFlopShare_pct=0
ys_cells=171
flop_cell=edfxtp_1
synth.most_common_cell=edfxtp_1
yosysWarnings=1
synthTopCellsByArea=edfxtp_1 30%, dfxtp_1 14%, mux2_2 5.0%, o21ai_0 4.1%, a21oi_1 3.8%
synthTopCellsByCount=16 x edfxtp_1, 14 x nor2_1, 13 x o21ai_0, 12 x a21oi_1, 12 x nand2_1
synth-area-yosys_mm2=0.00159
synth_cells=171
synth_top_area_share_pct=30.2
synth_seq_share_pct=44.1
synth.distinct_cells=44
synth_top_cell_by_area=edfxtp_1

[final_timing]
fmax_mhz=491
finalSetupViolations=0
setup_tns_ns=0
finalCritPeriodShare_pct=88.6
relSlewSlack_pct=71.1
rsz0062_at_grt=false
hold_viol=0
min_period_ns=2.04
slew_violations=0
worst_slew_pin_slew_ns=0.422
finClkSkew_ns=0.00603
setup_ws_ns=0.263

[clock_tree]
cts_tree=done
cts.clk_slew.worst_paths_ns=0.09
htree_levels=1
postCtsHoldBufs=0
cts_made_buffers=3
clkLatencyLatePin_ns=0.27
post_cts_buffers=0
root_buffer=clkbuf_8
clockBufferDepth=2
cts_resized=0
cts_sinks=27

[flow_run]
cap_violations=0
warnings=26

[drt]
wl_per_cell_um=13.1
vias_per_cell=4.20
drt-total-wl_um=4290
drt_iter0_drc=118
first_pass_iters=4
ant_nets=0
vias=1376
antenna_cells=0
drc=0

[finish]
drive_gt1_share_pct=17.9
fillCellCount=1058
final_util_pct=20.8
ff_latch_area_um2=701
area_delta_synth_final_pct=29.1
comb_area_um2=796

[placement]
globalplace.congestion=0.893
post-place-ws_ns=0.0677
io_buffers=19
dp_hpwl_um=3180

[hold_path]
hold_start=receive_buffer[5]
hold_end=receive_buffer[4]
holdPathStages=0
hp-class=reg2reg

[floorplan]
row_count=36
fp_util_pct=16.1
die_h_um=121
io_pins=20
die-area_mm2=0.0146
fp.dieW_um=121
core_mm2=0.00986

[power_and_ir_drop]
net-switching-power_mw=0.301
leakagePower_nw=0.703
power.share.clock_pct=25.1
combPwrFrac_pct=23.5
sw_frac_of_total_pct=27.6
internal_power_mw=0.791
peakVddDrop_v=0.000252
total_power_mw=1.09
power_frac_seq_pct=51.3
powerDensity_mw_per_mm2=532

[status]
outcome=completed

[how the worst max path moves through the flow]
stage                 endpoint  slack [ns]
final                   led[4]        0.26
after global routing    led[4]        0.11
after CTS               led[4]        0.28
[kinds of logic after synthesis]
kind of cell             Yosys count  share of synthesized area (%)
AND/OR/NAND/NOR                   58                           19.7
XOR/XNOR                           2                           1.10
multiplexers                      10                           6.85
AND-OR/OR-AND                     49                           20.4
flip-flops                        27                           44.1
buffers and inverters             23                           6.37
adder cells (fa/ha/maj)            2                           1.57
[worst register-to-register path, cell delays in order (launching register included)]
cell	delay (ns)
dfxtp_1	0.59
inv_1	0.16
ha_1	0.26
nor2b_1	0.16
mux2i_1	0.14
a21oi_1	0.08
a211o_1	0.30
a211oi_1	0.25
[power groups by stage]
stage	Sequential, mW	Combinational (mW)	Clock [mW]
final	0.560	0.257	0.274
after CTS	0.560	0.257	0.290
after global routing	0.565	0.284	0.310
[through the flow]
stage / hold slack [ns] / cell area (um^2) / std cells
2_1_floorplan: 0.426 / 1590 / 171
3_3_place_gp: 0.434 / 2010 / 324
3_5_place_dp: 0.438 / 2010 / 324
4_1_cts: 0.461 / 2050 / 328
5_1_grt: 0.486 / 2050 / 328
6_report: 0.463 / 2050 / 328
[layer usage]
metal  wire length (um)  GRT usage (%)  vias to the layer above
met3                336           1.61                        2
met1               2050           8.81                      656
li1                   -              -                      678
met2               1880           8.81                       40
met5                  0              0                        -
met4                 25          0.452                        0
[area by class of cell]
| cell class | instances | share of cell area (%) |
|---|---|---|
| multi-input combinational | 121 | 38.8 |
| clock buffer | 3 | 2.01 |
| inverter | 7 | 1.28 |
| timing repair buffer | 36 | 15.5 |
| tap | 133 | 8.10 |
| clock inverter | 1 | 0.244 |
| sequential | 27 | 34.1 |
[layout by cell type, fill, tap and decap left out, types with 3 or more instances in the layout]
cell type,synthesis,layout
edfxtp_1,16,16
clkbuf_8,0,3
nand2_1,12,12
mux2_2,7,7
nand3_1,4,4
nor2b_1,3,3
nor3_1,8,8
a211oi_1,5,5
mux2i_1,3,3
nand2b_1,4,4
inv_1,7,7
dfxtp_1,11,11
buf_4,1,17
a21oi_1,12,12
clkdlybuf4s50_1,0,19
nor2_1,14,14
o21ai_0,13,13
[registers in the layout, indices dropped and copies added (netlist names)]
name and flops:
spi_clk_r 1, receive_buffer 8, read_needed 1, led 8
send_buffer 8, spi_csn_r 1
